===== ./design.v =====
module mux5(
	input logic [1:0] SELETOR,
	input logic [63:0]A, B, C, D, E,
	output logic [63:0] SAIDA
	);
	always_comb
			case(SELETOR)
				0: SAIDA=A;
				1: SAIDA=B;
				2: SAIDA=C;
				3: SAIDA=D;
				3: SAIDA=E;
			endcase 
endmodule

===== ./run.sh =====
#!/bin/bash
# OpenROAD 26Q1-2900-gdf79404cd8, Yosys 0.63+post, stock flow scripts
make -C /OpenROAD-flow-scripts/flow DESIGN_CONFIG=/design/flow/config.mk WORK_HOME=/design/flow/orfs finish

===== ./config.mk =====
export PLATFORM = sky130hd
export DESIGN_NAME = mux5
export DESIGN_NICKNAME = mux5
export VERILOG_FILES = /design/flow/design.v
export SDC_FILE = /design/flow/constraint.sdc
export NUM_CORES = 4
export LEC_CHECK = 1
export CORE_AREA = 10 10 155 155
export DIE_AREA = 0 0 165 165

===== ./constraint.sdc =====
current_design mux5

set clk_period 1.1
set clk_io_pct 0.2

create_clock -name clk0 -period $clk_period

set non_clock_inputs [all_inputs -no_clocks]
set_input_delay [expr $clk_period * $clk_io_pct] -clock clk0 $non_clock_inputs
set_output_delay [expr $clk_period * $clk_io_pct] -clock clk0 [all_outputs]

==> results.cfg <==
; physical design summary
[timing]
whs_ps = 823.1
tns_ps = -22710
finalHoldViolCount = 0
setup_viol = 64
tightest_slew_ps = 276.4
max_freq_ghz = 0.6424
slew_headroom_pct = 81.58
rsz0062_at_grt = true
layout_setup_ws_ps = -456.8
period_used_pct = 141.5
final_max_slew_viol_count = 0
period_minus_slack_ps = 1557

[cells_and_area]
flop_area_um2 = 0
stdcell_area_mm2 = 0.005263
fillers = 2180
area_delta_synth_final_pct = 224.3
utilization_pct = 25.76
ff_count = 0
n_clock_buffer = 0
instances_no_fill = 694
drive_gt1_share_pct = 39.19

[place]
finalWeightedCongestion = 0.9435
dp_hpwl_um = 12940
placed_area_mm2 = 0.005122
place_ws_ps = -833.7
port_buffers = 322
placed_cells = 666

[flow_run]
openroad.warnings = 99
maxCapViolations = 0

[logic_synthesis]
ys_warn_count = 1
yosysUniqueCellTypes = 6
ys_cells = 78
synth.avg_cell_area_um2 = 20.81
netlist_area_mm2 = 0.001623
ys_area_mm2 = 0.001623
netlist_instances = 78
ys_seq_share_pct = 0

[power]
p_sw_share_pct = 25.09
p_leak_nw = 2.251
ir_worst_vdd_v = 0.0001450
power_mw = 1.905
power_frac_seq_pct = 0
combPwrFrac_pct = 100.0
clockPowerShare_pct = 0
p_switching_uw = 477.9
p_per_area_mw_per_mm2 = 361.9
p_int_mw = 1.427

[drt]
vias = 2501
drcViolationCount = 0
wl_per_cell_um = 21.80
routed_wl_um = 15130
vias_per_cell = 3.604
drt_first_iter_violations = 63
ant_nets = 0
dr.pass1.iters = 4

[floorplan]
num_io_pins = 386
dieWidth_um = 165
core-area_mm2 = 0.02043
num_rows = 52
die_h_um = 165
initial_utilization_pct = 7.943
die_area_mm2 = 0.02723

[setup_path]
path_max_fanout = 5
endpoint_kind = output port
cp_common_cell = buf_16
cp.arrival_ps = 1340
cp_slowest_stage_delay_ps = 490
path_cells = buf_16 -> buf_12 -> buf_16 -> buf_8 -> mux4_2 -> buf_2
crit_required_ps = 880
crit_start = SELETOR[0]
slowest_stage = mux4_2
path_class = input port to output port
start_kind = input port

[global_routing]
antenna_found_initial = 4
use_met1_pct = 11.46
grt_use_total_pct = 10.44
use_met2_pct = 18.52
grt_pass1_vias = 3002
use_met3_pct = 5.231
grt_pass1_wl_um = 20580
grt_overflow = 0
grt_busiest_layer = met2
grt_max_degree = 31

[min_path]
hold_path.class = input port to output port
min_from = A[35]
whs_path_depth = 3
hold_end = SAIDA[35]

[run_status]
outcome = finished, violations left
violations = setup timing
## cells in the mapped netlist
cell type | number | area (µm²)
buf_12 | 6 | 120.1
buf_2 | 6 | 30.03
mux4_1 | 4 | 105.1
mux4_2 | 60 | 1351
buf_6 | 1 | 11.26
clkbuf_2 | 1 | 5.000
## worst max-delay path by stage
stage,to,slack (ps),cells past startpoint
after global routing,SAIDA[23],-510,6
final,SAIDA[24],-460,6
after CTS,SAIDA[7],-470,6
## cell families (layout without fill, tap and decap cells)
| kind of cell | after synthesis | in the layout | synth area share (%) |
|---|---|---|---|
| other cells | 0 | 3 | 0 |
| buf+inv | 14 | 357 | 10.25 |
| mux | 64 | 64 | 89.75 |
## layout by cell type, fill, tap and decap left out
cell type and n:
buf_8 2, mux4_2 64, buf_6 22, buf_12 10
buf_4 6, clkdlybuf4s50_1 159, dlygate4sd2_1 78, buf_2 55
buf_16 6, dlymetal6s2s_1 19, diode_2 3
## per-layer routing
layer	share of wire, %	vias up	routed length [µm]
met1	34	1218	5125
met2	54	166	8159
met4	0.24	2	36
li1	-	1109	-
met5	0.073	-	11
met3	12	6	1798
## worst max-delay path: cells and delay by family
| kind | cells | cell delay [ps] |
|---|---|---|
| buf+inv | 5 | 600 |
| mux | 1 | 490 |
## power groups by stage
stage,Clock (mW),Sequential (mW),Combinational (mW)
6_report,0.000000365,0,1.90
5_1_grt,0.000000244,0,2.05
4_1_cts,0,0,1.98
## area by class of cell
type / instances / area [µm²] / share of cell area, %
multi-input combinational: 64 / 1441 / 27.39
antenna: 3 / 7.507 / 0.1427
timing repair buffer: 357 / 3476 / 66.05
tap: 270 / 337.8 / 6.419
## repair_timing
item / in CTS / in global routing
cloned: 6 / 0
hold buffers: 0 / 0
resized: 331 / 25
setup buffers: 21 / 2
setup endpoints to repair: 64 / 64
Power is estimated from default activity; no workload was simulated.
