==> design.v <==
module Deslocamento (	
	input logic [1:0] Shift,
	input logic signed [63:0] Entrada,
	input logic [5:0] N,
	output logic [63:0]Saida
);
always_comb
	case(Shift)
		2'b00:  
			Saida = Entrada << N;
		2'b01:  
			Saida = Entrada >> N;
		2'b10:  
			Saida = Entrada >>> N;
		default:  
			Saida = Entrada;
	endcase  
endmodule:Deslocamento
==> run.sh <==
#!/bin/bash
# OpenROAD 26Q1-2900-gdf79404cd8, Yosys 0.63+post, stock flow scripts
make -C /OpenROAD-flow-scripts/flow DESIGN_CONFIG=/design/flow/config.mk WORK_HOME=/design/flow/orfs finish
==> config.mk <==
export PLATFORM = sky130hd
export DESIGN_NAME = Deslocamento
export DESIGN_NICKNAME = Deslocamento
export VERILOG_FILES = /design/flow/design.v
export SDC_FILE = /design/flow/constraint.sdc
export NUM_CORES = 4
export LEC_CHECK = 1
export CORE_UTILIZATION = 30
==> constraint.sdc <==
current_design Deslocamento

set clk_period 12.1
set clk_io_pct 0.2

create_clock -name clk0 -period $clk_period

set non_clock_inputs [all_inputs -no_clocks]
set_input_delay [expr $clk_period * $clk_io_pct] -clock clk0 $non_clock_inputs
set_output_delay [expr $clk_period * $clk_io_pct] -clock clk0 [all_outputs]
==> flow_summary.toml <==
# generated from flow reports
[synthesis]
netlist_top_cells_area = "mux4_2, mux2_2, mux2i_1, nor2_1, nand2_1"
synth-seq-area-share_pct = 0
syn_area_mm2 = 0.009849
post_synth_most_frequent_cells = "mux4_2, nor2_1, nand2_1, mux2i_1, mux2_2"
most_frequent_cell_after_synthesis = "mux4_2"
yosysWarnings = 1
post_synthesis_chip_area_from_yosys_mm2 = 0.009849
ys_cells = 1216
top_area_share_pct = 28.12
syn-mean-instance-area_um2 = 8.100
syn_inst = 1216
synth_cell_types = 82
yosysTopAreaCell = "mux4_2"

[critical_path]
critical-path-slowest-cell = "a222oi_1"
worst_path_dominant_cell_family = "buffers and inverters"
critPathCaptureType = "output pin"
path_depth = 9
arrival_ns = 6.46
required_ns = 9.68
path_cells = "buf_4 > clkinv_2 > buf_4 > mux2_2 > mux2i_1 > o22ai_1 > a222oi_1 > o21ai_1 > clkdlybuf4s50_1"
crit_fanout = 43
timing.critical_path.slowest_cell_delay_ns = 0.76
startpoint_type = "input port"
crit_path_frequent_cell = "buf_4"
critPathBufInv = 4
timing.setup.critical_path_class = "input port to output pin"

[die]
floorplan.die_area_mm2 = 0.03356
area_inside_the_core_boundary_mm2 = 0.03196
standard_cell_rows = 65
pin_count = 136
die_x_um = 183.2
fp_util_pct = 30.82
die_height_um = 183.2

[cells_and_area]
flop-count = 0
flow.area_growth_from_synthesis_pct = 15.55
post_route_cells_drive_above_1_share_pct = 23.12
layout.cells.non_filler = 1687
layout.clock_buffers = 0
regArea_um2 = 0
design_area_mm2 = 0.01138

[drt]
routed_via_density = 7.296
drc = 0
number_of_iterations_in_the_first_detailed_routing_pass = 5
route.vias.total = 12310
detail-route-antenna-nets = 0
routed_wl_um = 70260
detail_route.wl_per_cell_um = 41.64
drtIter0Drc = 1478

[worst_hold_path]
hold_class = "input port to output pin"
holdPathStages = 5

[clock_network]
holdBufCountCts = 0
cts_post_setup_buffers_inserted = 0
cts_repair_resize_count = 0

[final_timing]
slew-limit-headroom_pct = 34.65
finalHoldViolCount = 0
finalCritPeriodShare_pct = 73.35
setup_tns_ns = 0
finalSetupViolations = 0
hold_ws_ns = 5.777
actual_transition_at_the_worst_max_transition_pin_ns = 0.9699
timing_max_transition_violations_final = 0
period_needed_ns = 8.876
fmaxAchievable_mhz = 112.7
setup_repair_after_global_routing_missed_its_margin = "false"

[global_routing]
overflow = 0
gr-usage-met1_pct = 56.74
global_route.peak_usage_layer = "met2"
grt_first_pass_wirelength_um = 96280
largest_net_degree_at_the_start_of_global_routing = 91
globalRouteTotalUtil_pct = 42.84
vias_in_the_first_global_route = 11750
grt_use_met2_pct = 58.45
grt_antenna_before_repair = 1
grt.met3_usage_pct = 19.84

[power_and_ir_drop]
power.leakage_nw = 3.881
cell_internal_pwr_mw = 0.2717
power.switching_fraction_pct = 61.05
max-vdd-ir-drop_mv = 0.04367
switching_power_mw = 0.4258
pwr_density_cell_mw_per_mm2 = 61.29

[place]
dp.cells = 1685
detailed_place.area_mm2 = 0.01138
hpwlAfterDp_um = 52650
gpl.final_weighted_congestion = 1.087
port_buffers = 136

[flow_run]
total_number_of_warnings_across_the_stage_logs = 32
max_cap_viol_count = 0

[run_status]
status = "completed"
## layer usage
layer	up-vias	routed length [um]
met5	-	103
met4	4	4464
met3	175	9755
met2	1034	28590
met1	6144	27340
li1	4951	-
## cells by family (layout without fill, tap and decap cells)
| family | Yosys count | in the layout | synth area share [%] |
|---|---|---|---|
| AND/OR/NAND/NOR | 359 | 359 | 16.35 |
| buffers and inverters | 153 | 187 | 7.495 |
| AND-OR/OR-AND | 384 | 384 | 26.56 |
| XOR/XNOR | 2 | 2 | 0.1779 |
| multiplexers | 318 | 318 | 49.42 |
| other | 0 | 2 | 0 |
## layout by cell type, fill, tap and decap left out, drive strengths merged, types with 4 or more instances in the layout
cell type,Yosys,routed
mux2,94,94
o211ai,24,24
o32a,13,13
a21oi,69,69
o31ai,7,7
mux2i,101,101
o221ai,14,14
nor3,24,24
a21o,8,8
a221oi,7,7
a22oi,6,6
nand2,116,116
a211oi,15,15
and3,5,5
o2111ai,4,4
buf,64,47
mux4,123,123
nor2,120,120
o21ai,74,74
nor4,5,5
o21a,10,10
nand3,30,30
or2,11,11
or3,6,6
clkdlybuf4s50,0,130
nand2b,12,12
inv,8,6
o22a,7,7
o22ai,47,47
nor2b,8,8
nand4,4,4
o32ai,6,6
a31oi,28,28
and2,8,8
a311oi,4,4
## worst paths after layout
check,startpoint,endpoint
max,N[0],Saida[5]
min,N[5],Saida[50]
## power by group through the flow
stage / clock (mW) / combinational [mW] / sequential (mW)
5_1_grt: 0 / 0.713 / 0
4_1_cts: 0 / 0.669 / 0
## area by class of cell
type                       count  area [um^2]
multi-input combinational   1063         9116
fill                        3355        20580
timing repair buffer         178         1679
inverter                       9        36.28
tap                          435        544.3
antenna                        2        5.005
## metrics by stage
stage | util [%] | setup WS (ns) | power [mW]
floorplan | - | 5.404 | 0.3567
global placement | 35.59 | 3.500 | 0.6758
detailed placement | 35.59 | 3.400 | 0.6652
CTS | 35.59 | 3.400 | 0.6685
global route | 35.59 | 3.181 | 0.7125
finish | 35.61 | 3.224 | 0.6975
No activity file was given, so power comes from the tool's default toggle rates.
